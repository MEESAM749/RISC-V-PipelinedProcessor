==> design/flow/design.v <==
`timescale 1ns / 1ps
module IW(
input wire RegWrtieW,
input wire [1:0] ResultSrcW,
input wire [31:0] ReadDataW,ALUResultM,
input wire [4:0] RdW,
input wire [31:0] PCPlus4W,
output wire RegWriteWout,HazardUnit,
output wire [31:0] ResultW,
output wire [4:0] RdWhazard
);
IW_MUX mux ( 
.in1(ALUResultM),
.in2(ReadDataW),
.in3(PCPlus4W),
.select(ResultSrcW),
.out(ResultW)
);
assign RegWriteWout=RegWrtieW;
assign HazardUnit=RegWrtieW;
assign RdWhazard=RdW;
endmodule
`timescale 1ns / 1ps
module IW_MUX(
input wire [31:0] in1,in2,in3,
input wire [1:0] select,
output reg [31:0] out
);
always@(*)
begin
if(select==0)
out=in1;
else if(select==1)
out=in2;
else if(select==2)
out=in3;
else
out=0;
end
endmodule
==> design/flow/run.sh <==
#!/bin/bash
# OpenROAD 26Q1-2900-gdf79404cd8, Yosys 0.63+post, stock flow scripts
make -C /OpenROAD-flow-scripts/flow DESIGN_CONFIG=/design/flow/config.mk WORK_HOME=/design/flow/orfs finish
==> design/flow/config.mk <==
export PLATFORM = sky130hd
export DESIGN_NAME = IW
export DESIGN_NICKNAME = IW
export VERILOG_FILES = /design/flow/design.v
export SDC_FILE = /design/flow/constraint.sdc
export NUM_CORES = 4
export LEC_CHECK = 1
export CORE_AREA = 10 10 86 86
export DIE_AREA = 0 0 96 96
==> design/flow/constraint.sdc <==
current_design IW

set clk_period 4.6
set clk_io_pct 0.2

create_clock -name clk0 -period $clk_period

set non_clock_inputs [all_inputs -no_clocks]
set_input_delay [expr $clk_period * $clk_io_pct] -clock clk0 $non_clock_inputs
set_output_delay [expr $clk_period * $clk_io_pct] -clock clk0 [all_outputs]
==> changes_impl.md <==
### Implementation results

- Fin. Hold Viols: 0
- Chip Width: roughly 96 µm
- Top cells by count: 32 x mux2i_1, 22 x o2bb2ai_1, 10 x o2bb2ai_2
- DRT iter0 DRCs: 6
- GRT Util Overall: 0.0909
- Post-synth area from yosys stat: between 800 and 900 µm²
- Critical path class: in -> out
- Yosys Warn Count: 1
- Finish-stage setup viols: 0
- First-pass GRT wire length: between 6 and 7 mm
- Crit path launch: ResultSrcW[0]
- Ys cells: between 80 and 90
- Final period utilization: 0.762
- Pwr Density: between 80 and 90 mW/mm²
- Post-DR vias/cell: approximately 4.1
- Fillers: around 580
- Synth top cell by count: mux2i_1
- Slowest CP cell: clkdlybuf4s50_1
- Synth top area share: 0.382
- Final Critical Period: approximately 3.5 ns
- Average wire per cell in the routed design: between 15 and 20 µm
- Synth area leader: mux2i_1
- Worst setup EP type: output port
- Antenna Nets Post-Route: 0
- Log Warnings: 32
- Final Total Pwr: roughly 190 µW
- Total setup buffers inserted after CTS: 0
- Met3 GRT Util: 0.0291
- Total wire length: 4.65 mm
- Number of port buffers: about 130
- Gr ovfl total: 0
- Least-Margin Pin Slew: 0.476 ns
- Register Area: 0 µm²
- Setup tns final: 0 ns
- Die Size: around 0.009 mm²
- Worst EP required: between 3 and 4 ns
- Rows: 27
- IO Pins: between 100 and 150
- Post-route DRC: 0
- Outcome: finished clean
- Placed cell areas: around 0.0021 mm²
- Detailed placer's ending HPWL: between 3 and 4 mm
- Met1 Track Usage GR: 0.112
- Resized cells post-CTS: 0
- Max frequency: 285 MHz
- Critical Path, Cell by Cell: clkdlybuf4s50_1 -> nor2b_4 -> buf_4 -> o2bb2ai_1 -> clkdlybuf4s50_1
- Met2 usage: 0.160
- First-pass iteration count of the detailed router: 2
- CP Data Arrival Time: about 2.6 ns
- Hold_buf cts: 0
- Final slew viol count: 0
- Delay-heaviest family, CP: buffers and inverters
- Logic cell area: slightly below 700 µm²
- RSZ-0062 raised after global routing: false
- Relative slew slack: 0.682
- Area growth syn-to-layout: 148%
- Hold Path Class: in -> out
- Antenna violations before repair: 0
- CP most frequent cell: clkdlybuf4s50_1
- Final Wtd Congestion: between 0.7 and 0.8
- Antenna cells: 0
- Synth Cell Area: 840 µm²
- Die height: about 96 µm
- Layout cells sized above 1: 0.0758
- Fin area: between 0.002 and 0.0025 mm²
- Max_cap viols: 0
- Crit path capture: ResultW[16]
- Worst path depth: 5
- CP Launch Type: input pin
- CP Max Fanout: 32
- Post-Syn Instances: between 80 and 90
- Sequential cells: 0
- Floorplan utilization: 0.152
- Netlist cell types: 8
- Top cells, area: mux2i_1 38%, o2bb2ai_1 23%, o2bb2ai_2 18%, buf_6 11%, buf_4 7.2%
- Vias in the first global route: between 1000 and 1500
- Synth Seq Share: 0
- Largest net degree at the start of global routing: 33
- Peak supply drop: ~0.000047 V
- WP buf/inv: 3
- Core region area: between 0.005 and 0.006 mm²
- Most Crowded Layer GR: met2
- P_leak: 0.785 nW
- Clkbuf count: 0
- Slowest cell delay on critical path: approximately 0.5 ns
- Mean area per synthesized cell: approximately 10 µm²
- Vias: approximately 1100
[through the flow]
stage          hold slack [ns]  std cells  worst slack, ns   util
2_1_floorplan             1.90         84             2.16      -
3_3_place_gp              1.84        270             1.08  0.376
3_5_place_dp              1.84        270             1.09  0.376
4_1_cts                   1.84        270             1.09  0.376
5_1_grt                   1.84        270            0.971  0.376
6_report                  1.84        270             1.10  0.376
[cell families (layout without fill, tap and decap cells)]
logic type / after synthesis / count (layout) / share of synthesized area
muxes: 32 / 32 / 0.382
and+or+nand+nor: 1 / 1 / 0.0164
buffers and inverters: 19 / 133 / 0.194
AOI/OAI and AO/OA: 32 / 32 / 0.408
[cell usage in the layout, fill, tap and decap left out]
master,instances
buf_2,1
buf_4,3
clkdlybuf4s50_1,129
mux2i_1,32
nor2b_4,1
o2bb2ai_1,22
o2bb2ai_2,10
[power by group]
group	total, mW	internal, mW	leakage, nW	switching, mW
logic	0.186	0.137	0.785	0.0483
registers	0	0	0	0
clock network	0	0	0	0
total	0.186	0.137	0.785	0.0483
[cell type report]
cell class | instances | area share
repair buffers | 133 | 0.632
well taps | 72 | 0.0432
multi-input cells | 65 | 0.325
[per-layer routing]
metal,vias to the layer above,wire (µm)
met5,-,0
met4,0,0
met3,0,523
met2,64,2290
met1,469,1840
li1,563,-
[worst min path at each step]
| stage | from | endpoint | slack (ns) | cells after the start |
|---|---|---|---|---|
| CTS | RegWrtieW | HazardUnit | 1.84 | 0 |
| global route | RdW[2] | RdWhazard[2] | 1.84 | 0 |
| finish | RegWrtieW | HazardUnit | 1.84 | 0 |
Power and IR drop assume default switching activity.
