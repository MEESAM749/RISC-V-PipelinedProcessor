==> flow/design.v <==
`timescale 1ns / 1ps
module ID_EX_Register (
    input wire clk,                 
    input wire reset,               
    input wire RegWrite_in,         
    input wire MemtoReg_in,         
    input wire MemWrite_in,         
    input wire MemRead_in,          
    input wire [3:0] ALUOp_in,      
    input wire ALUSrc_in,           
    input wire Branch_in,           
    input wire Jump_in,             
    input wire [31:0] PC_in,        
    input wire [31:0] ReadData1_in,  
    input wire [31:0] ReadData2_in,  
    input wire [31:0] Imm_in,       
    input wire [4:0] Rs1_in,        
    input wire [4:0] Rs2_in,        
    input wire [4:0] Rd_in,         
    input wire [2:0] funct3_in,     
    input wire [6:0] funct7_in,     
    output reg RegWrite_out,
    output reg MemtoReg_out,
    output reg MemWrite_out,
    output reg MemRead_out,
    output reg [3:0] ALUOp_out,
    output reg ALUSrc_out,
    output reg Branch_out,
    output reg Jump_out,
    output reg [31:0] PC_out,
    output reg [31:0] ReadData1_out,
    output reg [31:0] ReadData2_out,
    output reg [31:0] Imm_out,
    output reg [4:0] Rs1_out,
    output reg [4:0] Rs2_out,
    output reg [4:0] Rd_out,
    output reg [2:0] funct3_out,
    output reg [6:0] funct7_out
);
    always @(posedge clk or posedge reset) begin
        if (reset) begin
            RegWrite_out <= 1'b0;
            MemtoReg_out <= 1'b0;
            MemWrite_out <= 1'b0;
            MemRead_out <= 1'b0;
            ALUOp_out <= 4'b0;
            ALUSrc_out <= 1'b0;
            Branch_out <= 1'b0;
            Jump_out <= 1'b0;
            PC_out <= 32'b0;
            ReadData1_out <= 32'b0;
            ReadData2_out <= 32'b0;
            Imm_out <= 32'b0;
            Rs1_out <= 5'b0;
            Rs2_out <= 5'b0;
            Rd_out <= 5'b0;
            funct3_out <= 3'b0;
            funct7_out <= 7'b0;
        end
        else begin
            RegWrite_out <= RegWrite_in;
            MemtoReg_out <= MemtoReg_in;
            MemWrite_out <= MemWrite_in;
            MemRead_out <= MemRead_in;
            ALUOp_out <= ALUOp_in;
            ALUSrc_out <= ALUSrc_in;
            Branch_out <= Branch_in;
            Jump_out <= Jump_in;
            PC_out <= PC_in;
            ReadData1_out <= ReadData1_in;
            ReadData2_out <= ReadData2_in;
            Imm_out <= Imm_in;
            Rs1_out <= Rs1_in;
            Rs2_out <= Rs2_in;
            Rd_out <= Rd_in;
            funct3_out <= funct3_in;
            funct7_out <= funct7_in;
        end
    end
endmodule
==> flow/run.sh <==
#!/bin/bash
# OpenROAD 26Q1-2900-gdf79404cd8, Yosys 0.63+post, stock flow scripts
make -C /OpenROAD-flow-scripts/flow DESIGN_CONFIG=/design/flow/config.mk WORK_HOME=/design/flow/orfs finish
==> flow/config.mk <==
export PLATFORM = sky130hd
export DESIGN_NAME = ID_EX_Register
export DESIGN_NICKNAME = ID_EX_Register
export VERILOG_FILES = /design/flow/design.v
export SDC_FILE = /design/flow/constraint.sdc
export NUM_CORES = 4
export LEC_CHECK = 1
export CORE_AREA = 10 10 179 179
export DIE_AREA = 0 0 189 189
==> flow/constraint.sdc <==
current_design ID_EX_Register

set clk_period 1.0
set clk_io_pct 0.2

create_clock -name clk0 -period $clk_period [get_ports {clk}]

set non_clock_inputs [all_inputs -no_clocks]
set_input_delay [expr $clk_period * $clk_io_pct] -clock clk0 $non_clock_inputs
set_output_delay [expr $clk_period * $clk_io_pct] -clock clk0 [all_outputs]
==> CHANGELOG.md <==
### Implementation results

- CP cell instances: buf_2
- Standard cell core area: 28000 um2
- Via count of the first global-routing pass: 3075
- Chip width: 189 um
- Cell-internal power: 0.0119 W
- Min Tclk post-route: 1.11 ns
- Syn avg cell area: 24.9 um2
- Total number of H-tree levels: 4
- Switching Share: 20.4%
- Last weighted congestion value of the routability-driven placer: 0.805
- Initial antenna violation count: 2
- Number of sinks handled by clock tree synthesis: 164
- Post-layout util: 28.2%
- Floorplan core density: 14.7%
- Crit path max-delay cell type: sky130_fd_sc_hd__dfrtp_1
- Final Hold Vio Count: 0
- Sum of routed wire length over all layers: 15.5 mm
- Buffers added on ports: 329
- Number of flip-flops and latches in the synthesized netlist: 164
- Clock Power Share: 44.9%
- Count of TritonRoute iterations in the first routing pass: 4
- Actual transition at the worst max-transition pin: 0.174 ns
- Ranking of synthesized cells by area: sky130_fd_sc_hd__dfrtp_1 (100%), sky130_fd_sc_hd__inv_1 (0.091%)
- Largest family of logic cells by area: buffers and inverters
- Fraction of final layout cells sized beyond drive strength 1: 39.0%
- Chip area line of the yosys report: 4110 um2
- Number of buffers inserted to repair setup after CTS: 0
- Synth Area in Simple Gates: 0%
- Flip-flop and latch area: 4100 um2
- Distinct lib cells: 2
- Clock Tree Root: sky130_fd_sc_hd__clkbuf_16
- Kind of start point of the critical path: register
- Number of failing setup endpoints in the final timing report: 164
- Multiplexer fraction of the synthesized cell area: 0%
- Minimum hold slack: 0.193 ns
- Worst hold path class: input port to async pin
- TritonCTS clock tree: done
- Detailed-placement wirelength estimate: 12.8 mm
- Final antenna diode count: 0
- Number of standard-cell rows in the floorplan: 61
- Synth area leader: sky130_fd_sc_hd__dfrtp_1
- Worst slack, placed: -0.0457 ns
- Wl on met1: 5.66 mm
- Pwr per Cell Area: 1890 nW/um2
- Delay of the slowest critical-path stage: 0.36 ns
- Critical path buffer and inverter count: 1
- #MultiIn Comb: 0
- Category of the critical setup timing path: register to output pin
- Number of placed I/O pins: 330
- Global route total overflow: 0
- Final setup slack of the worst path: -0.109 ns
- Share of synthesized area occupied by flip-flops and latches: 99.9%
- Maximum number of pins on one net before global-route repair: 19
- Wire length of the first global-routing pass: 22.3 mm
- RSZ-0062 raised after global routing: true
- Total die size: 35700 um2
- Adder Area Share: 0%
- Maximum resistive drop on vdd: 799 uV
- CP delay by family, top: flip-flops
- Share of the clock period used by the worst path after layout: 111%
- Count of synthesis-stage warnings from yosys: 1
- Highest achievable clock rate: 902 MHz
- Die H: 189 um
- DR DRC count: 0
- Met3 wire length: 1.09 mm
- Filler cell count in the final layout: 2866
- Leakage power: 3.62 nW
- Routed via count divided by cell count: 2.94
- Number of buffers created by CTS: 17
- Cts hold-fix bufs: 0
- Post-synthesis compound-gate area fraction: 0%
- Number of buffers between clock root and the deepest sink: 2
- Number of design-rule violations left by the first detailed-router iteration: 68
- Total routing resource utilization after global routing: 8.47%
- Number of violations of the max-capacitance limit: 0
- Number of instances in the synthesized netlist: 165
- Number of warning messages in the logs: 28
- Wire per inst: 16.9 um
- Final max-slew violation count: 0
- Arrival time at the worst endpoint: 0.91 ns
- Share of total power in combinational logic: 8.0%
- Cell area after synthesis: 4110 um2
- Category of the worst setup path capture point: output pin
- Met2 routed wirelength: 8.53 mm
- Headroom to the max-slew limit: 88.4%
- Data required time of the worst path: 0.80 ns
- CP Max Fanout: 1
- Area occupied by multi-input gates: 0 um2
- Result of the run: complete, but fails checks
- Area overhead of the layout relative to synthesis: 92.4%
- Max-area cell share: 99.9%
- Switching power total: 0.00305 W
- Sequential share of power: 47.0%
- Sum Neg Setup Slack: -12.13 ns
- Tally of nets with antenna violations remaining after routing: 0
- Violations in the final reports: setup timing
- Number of cells in Yosys stat: 165
- Total number of vias: 2706
- Clock-pin slew of the registers on the worst-case setup and hold paths: 0.06 ns
- Uppermost metal layer occupied by signal nets: met5
- Post-synthesis share of cell area spent on xor and xnor gates: 0%
==> final timing paths <==
check                              from            end  slack [ns]  depth (start not counted)
max                         Imm_out[10]    Imm_out[10]       -0.11                          1
max in group asynchronous         reset     PC_out[31]        0.46                          4
min in group clk0          funct7_in[0]  funct7_out[0]        0.22                          1
min                               reset      PC_out[6]        0.19                          3
==> repair_timing <==
item	in CTS	in global routing
gates resized	538	1
pin swaps	0	0
setup endpoints to repair	164	164
==> power groups by stage <==
| stage | clock (W) | combinational, W | sequential [W] |
|---|---|---|---|
| final | 0.00672 | 0.00120 | 0.00703 |
| after global routing | 0.00735 | 0.00132 | 0.00707 |
| after CTS | 0.00703 | 0.00125 | 0.00703 |
==> cell families after synthesis <==
logic type / Yosys count
DFF: 164
buffers and inverters: 1
==> flip-flops by register name (all words and copies together), names as in the netlist, 4 cells and up <==
| register | cells |
|---|---|
| ALUOp_out | 4 |
| Imm_out | 32 |
| PC_out | 32 |
| Rd_out | 5 |
| ReadData1_out | 32 |
| ReadData2_out | 32 |
| Rs1_out | 5 |
| Rs2_out | 5 |
| funct7_out | 7 |
==> Yosys cell counts <==
library cell and instances:
sky130_fd_sc_hd__dfrtp_1 164, sky130_fd_sc_hd__inv_1 1
==> cells in the final DEF (no fill, tap or decap) <==
master / Yosys / routed
sky130_fd_sc_hd__dfrtp_1: 164 / 164
sky130_fd_sc_hd__clkbuf_8: 0 / 2
sky130_fd_sc_hd__buf_2: 0 / 163
sky130_fd_sc_hd__clkbuf_1: 0 / 1
sky130_fd_sc_hd__buf_6: 0 / 1
sky130_fd_sc_hd__buf_12: 0 / 9
sky130_fd_sc_hd__bufinv_16: 0 / 3
sky130_fd_sc_hd__buf_4: 0 / 7
sky130_fd_sc_hd__clkdlybuf4s50_1: 0 / 165
sky130_fd_sc_hd__clkinvlp_4: 0 / 3
sky130_fd_sc_hd__clkinv_4: 0 / 1
sky130_fd_sc_hd__clkbuf_16: 0 / 17
sky130_fd_sc_hd__clkinv_2: 0 / 2
sky130_fd_sc_hd__inv_6: 0 / 3
==> per-layer routing <==
| metal | vias up | global-route usage [%] |
|---|---|---|
| met5 | - | 0 |
| met4 | 4 | 1.40 |
| met3 | 11 | 3.17 |
| met2 | 120 | 15.1 |
| met1 | 1332 | 9.64 |
| li1 | 1239 | - |
==> area by class of cell <==
cell class | count | share of cell area (%)
Inverter | 1 | 0.0950
Timing Repair Buffer | 345 | 34.3
Clock inverter | 11 | 1.90
Clock buffer | 20 | 5.78
Tap cell | 378 | 5.98
Sequential cell | 164 | 51.9
==> through the flow <==
stage	cell area, um2	total power [W]	std cells
final	7900	0.0150	919
after global routing	7900	0.0157	919
after CTS	7900	0.0153	919
after detailed placement	8110	0.00875	888
after global placement	8110	0.00873	888
after floorplan	4110	0.00719	165
Power and IR drop assume default switching activity.
