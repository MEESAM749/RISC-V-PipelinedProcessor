===== flow/config.mk =====
export PLATFORM = sky130hd
export DESIGN_NAME = IE
export DESIGN_NICKNAME = IE
export VERILOG_FILES = /design/flow/design.v
export SDC_FILE = /design/flow/constraint.sdc
export NUM_CORES = 4
export LEC_CHECK = 1
export CORE_AREA = 10 10 214 214
export DIE_AREA = 0 0 224 224

===== flow/constraint.sdc =====
current_design IE

set clk_period 19.2
set clk_io_pct 0.2

create_clock -name clk0 -period $clk_period

set non_clock_inputs [all_inputs -no_clocks]
set_input_delay [expr $clk_period * $clk_io_pct] -clock clk0 $non_clock_inputs
set_output_delay [expr $clk_period * $clk_io_pct] -clock clk0 [all_outputs]

===== flow/design.v =====
`timescale 1ns / 1ps
module IE(
input wire RegWrite,MemWrite,Jump,Branch,ALUSrc,
input wire [1:0] ResultSrc,ForwardA,ForwardB,
input wire [2:0] ALUControl,
input wire [31:0] RD1,RD2,PCE,EXTIMME,ForwardIn2,ForwardIn3,PCPLUS4D,
input wire [4:0] RS1E,RS2E,RDE,
output wire [31:0] ALUResult,WriteData,PCTarget,PCPLUS4DOut,
output wire RegWriteOut,MemWriteOut,PCSrcOut,
output wire [1:0] ResultSrcOut,
output wire [4:0] RS2EOut,RS1EOut,RDEOut
);
wire [31:0] FwA;
wire [31:0] FwB;
wire [31:0] FwBb;
wire [31:0] ALUResult1;
wire Zero;
wire pcsrce;
IE_MUX3x1 forwardA (
.in1(RD1),
.in2(ForwardIn2),
.in3(ForwardIn3),
.select(ForwardA),
.out(FwA)
);
IE_MUX3x1 forwardB (
.in1(RD2),
.in2(ForwardIn2),
.in3(ForwardIn3),
.select(ForwardB),
.out(FwB)
);
IE_MUX2x1 ForwardBb (
.in1(FwB),
.in2(EXTIMME),
.select(ALUSrc),
.out(FwBb)
);
IE_ADDER adder ( 
.pc(PCE),
.extimm(EXTIMME),
.out(PCTarget)
);
IE_ALU alu (
    .SrcA(FwA),      
    .SrcB(FwBb),      
    .ALUControl(ALUControl),  
    .ALUResult(ALUResult1),   
    .Zero(Zero)
);
IE_PCSRC pcsrc ( 
.jump(Jump),
.branch(Branch),
.zeroflag(Zero),
.PcSrc(pcsrce)
);
assign RS2EOut=RS2E;
assign RS1EOut=RS1E;
assign RDEOut=RDE;
assign PCPLUS4D=PCE;
assign RegWriteOut=RegWrite;
assign MemWriteOut=MemWrite;
assign PCSrcOut=pcsrce;
assign ResultSrcOut=ResultSrc;
assign WriteData=FwB;
endmodule
`timescale 1ns / 1ps
module IE_ADDER(
input wire [31:0] pc,extimm,
output wire [31:0] out
);
assign out = pc+extimm;
endmodule
`timescale 1ns / 1ps
module IE_ALU(
    input wire [31:0] SrcA,      
    input wire [31:0] SrcB,      
    input wire [2:0] ALUControl,  
    output reg [31:0] ALUResult,   
    output reg Zero
);
    always @(*) begin
        case (ALUControl)
            3'b000: ALUResult = SrcA + SrcB;           
            3'b001: ALUResult = SrcA - SrcB;           
            3'b010: ALUResult = SrcA & SrcB;           
            3'b011: ALUResult = SrcA | SrcB;           
            3'b100: ALUResult = SrcA ^ SrcB;           
            3'b101: ALUResult = (SrcA < SrcB) ? 32'b1 : 32'b0;  
            3'b110: ALUResult = SrcA << SrcB[4:0];     
            3'b111: ALUResult = SrcA >> SrcB[4:0];     
				default: ALUResult = 32'b0;                
        endcase
		  if(ALUResult==0)
		  Zero = 1;
		  else
		  Zero = 0;
    end
endmodule
`timescale 1ns / 1ps
module IE_MUX3x1(
input wire [31:0] in1,in2,in3,
input wire [1:0] select,
output reg [31:0] out
);
always@(*)
begin
if(select == 0)
out <= in1;
else if (select == 1)
out <= in2;
else if (select == 2)
out <= in3;
else
out <= 0;
end
endmodule
`timescale 1ns / 1ps
module IE_MUX2x1(
input wire [31:0] in1,in2,
output reg [31:0] out,
input wire select
);
always@(*)
begin
if(select==0)
out<=in1;
else if (select == 1)
out<=in2;
else 
out<=0;
end
endmodule
`timescale 1ns / 1ps
module IE_PCSRC(
input wire jump,branch,zeroflag,
output wire PcSrc
);
assign PcSrc=(branch&zeroflag)|jump;
endmodule

===== flow/run.sh =====
#!/bin/bash
# OpenROAD 26Q1-2900-gdf79404cd8, Yosys 0.63+post, stock flow scripts
make -C /OpenROAD-flow-scripts/flow DESIGN_CONFIG=/design/flow/config.mk WORK_HOME=/design/flow/orfs finish

==> impl_metrics.json <==
{
  "status": "aborted with a tool error",
  "flow.stopped_at": "1_2_yosys",
  "firstError": "ERROR: Found 32 problems in 'check -assert'.",
  "largest_area_cell": "ha_1",
  "ys_seq_frac": 0,
  "yosysUniqueCellTypes": 90,
  "netlist.area_leader.share": 0.146,
  "ys_chip_area_mm2": 0.0110,
  "synth_warnings": 3,
  "ys_cells": 1615,
  "synthTopCellsByArea": "ha_1 15%, mux2i_1 10%, buf_4 8.1%, a21oi_1 5.3%, nor2_1 4.9%"
}
## Yosys cell counts (6+ instances only)
cell type	instances
o21ai_0	96
o22ai_1	12
inv_2	7
mux2i_1	114
a21o_1	29
nor2b_1	25
o21ai_1	10
nor4_1	23
nand4_1	21
o31ai_1	12
o21bai_1	9
nand3_1	35
mux2_2	7
ha_1	128
nor3_1	57
xor2_1	8
inv_1	107
o2bb2ai_1	32
o211ai_1	23
nor4b_1	7
xnor2_1	49
buf_2	27
a21oi_1	116
buf_4	118
o21a_1	7
nand2_1	94
a311oi_1	9
a31oi_1	23
a2111oi_0	10
a32oi_1	11
nor2_1	142
a221oi_1	6
or2_2	7
and3_1	7
a211oi_1	29
nand2b_1	22
and2_1	7
clkbuf_1	45
## kinds of logic after synthesis
group / after synthesis / share of synthesized area
other: 1 / 0.000342
AND/OR/NAND/NOR: 476 / 0.213
adder cells (fa/ha/maj): 132 / 0.153
multiplexers: 124 / 0.116
AND-OR/OR-AND: 511 / 0.319
XOR/XNOR: 57 / 0.0456
buffers and inverters: 314 / 0.154
